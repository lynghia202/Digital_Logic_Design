### /design/flow/constraint.sdc
current_design keypad_password_system

set clk_period 4.7
set clk_io_pct 0.2

create_clock -name clk0 -period $clk_period [get_ports {clk}]

set non_clock_inputs [all_inputs -no_clocks]
set_input_delay [expr $clk_period * $clk_io_pct] -clock clk0 $non_clock_inputs
set_output_delay [expr $clk_period * $clk_io_pct] -clock clk0 [all_outputs]
### /design/flow/design.v
module hex_to_7seg (
    input [3:0] hex_in,
    output reg [6:0] seg_out   
);
    always @(*) begin
        case (hex_in)
            4'h0: seg_out = 7'b0111111;   
            4'h1: seg_out = 7'b0000110;   
            4'h2: seg_out = 7'b1011011;   
            4'h3: seg_out = 7'b1001111;   
            4'h4: seg_out = 7'b1100110;   
            4'h5: seg_out = 7'b1101101;   
            4'h6: seg_out = 7'b1111101;   
            4'h7: seg_out = 7'b0000111;   
            4'h8: seg_out = 7'b1111111;   
            4'h9: seg_out = 7'b1101111;   
            4'hA: seg_out = 7'b1110111;   
            4'hB: seg_out = 7'b1110011;   
            4'hC: seg_out = 7'b1101101;   
            4'hD: seg_out = 7'b1110001;   
            4'hE: seg_out = 7'b0111000;   
            4'hF: seg_out = 7'b1000000;   
            default: seg_out = 7'b0000000;   
        endcase
    end
endmodule
module keypad_password_system (
    input wire clk,            
    input wire reset_n,        
    input wire [3:0] keypad_rows,     
    output wire [3:0] keypad_cols,    
    output wire [6:0] seg_out,        
    output wire [3:0] digit_sel       
);
    wire reset;
    assign reset = ~reset_n;
    wire [3:0] w_key_value;
    wire w_key_valid;
    wire [15:0] w_display_data;  
    keypad_scanner u_keypad (
        .clk(clk),
        .reset(reset),
        .rows(keypad_rows),
        .cols(keypad_cols),
        .key_value(w_key_value),
        .key_valid(w_key_valid)
    );
    password_fsm u_fsm (
        .clk(clk),
        .reset(reset),
        .key_value(w_key_value),
        .key_valid(w_key_valid),
        .display_data(w_display_data)
    );
    seven_seg_driver u_display (
        .clk(clk),
        .reset(reset),
        .digits(w_display_data),  
        .seg_out(seg_out),
        .digit_sel(digit_sel)
    );
endmodule
module keypad_scanner (
    input wire clk,               
    input wire reset,             
    input wire [3:0] rows,        
    output reg [3:0] cols,        
    output reg [3:0] key_value,   
    output reg key_valid          
);
    reg [15:0] scan_timer;
    reg [1:0] scan_index;
    wire scan_tick;
    assign scan_tick = (scan_timer == 16'd49999);
    always @(posedge clk or posedge reset) begin
        if (reset) begin
            scan_timer <= 16'd0;
            scan_index <= 2'd0;
        end else if (scan_tick) begin
            scan_timer <= 16'd0;
            scan_index <= scan_index + 2'd1;
        end else begin
            scan_timer <= scan_timer + 16'd1;
        end
    end
    always @(*) begin
        case (scan_index)
            2'b00: cols = 4'b1110; 
            2'b01: cols = 4'b1101; 
            2'b10: cols = 4'b1011; 
            2'b11: cols = 4'b0111; 
            default: cols = 4'b1111;
        endcase
    end
    reg [3:0] row_sync1, row_sync2;
    always @(posedge clk) begin
        row_sync1 <= rows;
        row_sync2 <= row_sync1;
    end
    reg [19:0] debounce_counter;
    reg [3:0] row_stable;
    reg [3:0] rows_debounced;
    always @(posedge clk or posedge reset) begin
        if (reset) begin
            debounce_counter <= 20'd0;
            row_stable <= 4'b1111;
            rows_debounced <= 4'b1111;
        end else begin
            if (row_sync2 != row_stable) begin
                debounce_counter <= 20'd0;
                row_stable <= row_sync2;
            end else begin
                if (debounce_counter < 20'd4999) begin  
                    debounce_counter <= debounce_counter + 20'd1;
                end else begin
                    rows_debounced <= row_stable;
                end
            end
        end
    end
    wire [3:0] key_code;
    reg [3:0] key_code_reg;
    always @(*) begin
        key_code_reg = 4'hF;
        case (scan_index)
            2'b00: begin
                if (rows_debounced == 4'b1110)      key_code_reg = 4'h1;
                else if (rows_debounced == 4'b1101) key_code_reg = 4'h4;
                else if (rows_debounced == 4'b1011) key_code_reg = 4'h7;
                else if (rows_debounced == 4'b0111) key_code_reg = 4'hE;
            end
            2'b01: begin
                if (rows_debounced == 4'b1110)      key_code_reg = 4'h2;
                else if (rows_debounced == 4'b1101) key_code_reg = 4'h5;
                else if (rows_debounced == 4'b1011) key_code_reg = 4'h8;
                else if (rows_debounced == 4'b0111) key_code_reg = 4'h0;
            end
            2'b10: begin
                if (rows_debounced == 4'b1110)      key_code_reg = 4'h3;
                else if (rows_debounced == 4'b1101) key_code_reg = 4'h6;
                else if (rows_debounced == 4'b1011) key_code_reg = 4'h9;
                else if (rows_debounced == 4'b0111) key_code_reg = 4'hF;
            end
            2'b11: begin
                if (rows_debounced == 4'b1110)      key_code_reg = 4'hA;
                else if (rows_debounced == 4'b1101) key_code_reg = 4'hB;
                else if (rows_debounced == 4'b1011) key_code_reg = 4'hC;
                else if (rows_debounced == 4'b0111) key_code_reg = 4'hD;
            end
        endcase
    end
    assign key_code = key_code_reg;
    localparam IDLE = 2'b00;
    localparam KEY_DETECTED = 2'b01;
    localparam WAIT_RELEASE = 2'b10;
    reg [1:0] state;
    reg [3:0] detected_key;
    reg [23:0] release_timer;
    always @(posedge clk or posedge reset) begin
        if (reset) begin
            state <= IDLE;
            key_valid <= 1'b0;
            key_value <= 4'hF;
            detected_key <= 4'hF;
            release_timer <= 24'd0;
        end else begin
            key_valid <= 1'b0;   
            case (state)
                IDLE: begin
                    if (key_code != 4'hF) begin
                        detected_key <= key_code;
                        state <= KEY_DETECTED;
                        release_timer <= 24'd0;
                    end
                end
                KEY_DETECTED: begin
                    key_valid <= 1'b1;
                    key_value <= detected_key;
                    state <= WAIT_RELEASE;
                end
                WAIT_RELEASE: begin
                    if (key_code == 4'hF) begin
                        if (release_timer < 24'd2500000) begin   
                            release_timer <= release_timer + 24'd1;
                        end else begin
                            state <= IDLE;
                            detected_key <= 4'hF;
                            release_timer <= 24'd0;
                        end
                    end else begin
                        release_timer <= 24'd0;
                    end
                end
                default: state <= IDLE;
            endcase
        end
    end
endmodule
module password_fsm (
    input wire clk,
    input wire reset,
    input wire [3:0] key_value,
    input wire key_valid,
    output reg [15:0] display_data
);
    localparam KEY_C = 4'hC;   
    localparam KEY_E = 4'hE;   
    localparam CHAR_A    = 4'hA;
    localparam CHAR_P    = 4'hB;
    localparam CHAR_S    = 4'hC;
    localparam CHAR_F    = 4'hD;
    localparam CHAR_L    = 4'hE;
	 localparam CHAR_I    = 4'h1;
    localparam CHAR_DASH = 4'hF;
    localparam DISP_FAIL = {CHAR_F, CHAR_A, CHAR_I, CHAR_L};   
    localparam DISP_PASS = {CHAR_P, CHAR_A, CHAR_S, CHAR_S};   
    localparam DISP_IDLE = {CHAR_DASH, CHAR_DASH, CHAR_DASH, CHAR_DASH};  
    localparam [15:0] PASSWORD = 16'h1234;   
    localparam S_IDLE     = 2'b00;
    localparam S_ENTERING = 2'b01;
    localparam S_SUCCESS  = 2'b10;
    localparam S_FAIL     = 2'b11;
    reg [1:0] state, next_state;
    reg [15:0] entered_digits;
    reg [1:0] digit_count;
    reg [26:0] timer;
    wire timer_done;
    assign timer_done = (timer == 27'd99999999);
    always @(*) begin
        next_state = state;
        case (state)
            S_IDLE: begin
                if (key_valid && (key_value <= 4'd9))
                    next_state = S_ENTERING;
            end
            S_ENTERING: begin
                if (key_valid) begin
                    if (key_value == KEY_C)
                        next_state = S_IDLE;
                    else if (key_value == KEY_E)
                        next_state = (entered_digits == PASSWORD) ? S_SUCCESS : S_FAIL;
                    else if (key_value <= 4'd9 && digit_count == 2'd3)
                        next_state = (({entered_digits[11:0], key_value}) == PASSWORD) ? S_SUCCESS : S_FAIL;
                end
            end
            S_SUCCESS: begin
                if (timer_done)
                    next_state = S_IDLE;
            end
            S_FAIL: begin
                if (timer_done)
                    next_state = S_IDLE;
            end
        endcase
    end
    always @(posedge clk or posedge reset) begin
        if (reset) begin
            state <= S_IDLE;
            entered_digits <= 16'd0;
            digit_count <= 2'd0;
            display_data <= DISP_IDLE;
            timer <= 27'd0;
        end else begin
            state <= next_state;
            if (next_state != state)
                timer <= 27'd0;
            else if (!timer_done)
                timer <= timer + 27'd1;
            case (next_state)
                S_IDLE: begin
                    display_data <= DISP_IDLE;
                    entered_digits <= 16'd0;
                    digit_count <= 2'd0;
                end
                S_ENTERING: begin
                    if (state == S_IDLE && key_valid && (key_value <= 4'd9)) begin
                        entered_digits <= {12'hFFF, key_value};
                        display_data <= {12'hFFF, key_value};
                        digit_count <= 2'd1;
                    end else if (state == S_ENTERING && key_valid && (key_value <= 4'd9) && (digit_count < 3)) begin
                        entered_digits <= {entered_digits[11:0], key_value};
                        display_data <= {entered_digits[11:0], key_value};
                        digit_count <= digit_count + 2'd1;
                    end
                end
                S_SUCCESS: begin
                    display_data <= DISP_PASS;
                    entered_digits <= 16'd0;
                    digit_count <= 2'd0;
                end
                S_FAIL: begin
                    display_data <= DISP_FAIL;
                    entered_digits <= 16'd0;
                    digit_count <= 2'd0;
                end
            endcase
        end
    end
endmodule
module seven_seg_driver (
    input wire clk,               
    input wire reset,             
    input wire [15:0] digits,     
    output reg [6:0] seg_out,     
    output reg [3:0] digit_sel    
);
    reg [17:0] refresh_counter;  
    reg [1:0] current_digit_s1;  
    always @(posedge clk or posedge reset) begin
        if (reset) begin
            refresh_counter <= 18'd0; 
            current_digit_s1 <= 2'b0;
        end else begin
            refresh_counter <= refresh_counter + 18'd1; 
            current_digit_s1 <= refresh_counter[17:16];
        end
    end
    reg [3:0] current_hex_s2; 
    always @(posedge clk or posedge reset) begin
        if (reset) begin
            current_hex_s2 <= 4'hF;
        end else begin
            case (current_digit_s1)
                2'b00: current_hex_s2 <= digits[15:12];  
                2'b01: current_hex_s2 <= digits[11:8];   
                2'b10: current_hex_s2 <= digits[7:4];    
                2'b11: current_hex_s2 <= digits[3:0];    
            endcase
        end
    end
    reg [6:0] decoded_segments_s3; 
    wire [6:0] decoded_segments_comb;
    hex_to_7seg decoder_inst (
        .hex_in(current_hex_s2),
        .seg_out(decoded_segments_comb)
    );
    always @(posedge clk or posedge reset) begin
        if (reset) begin
            decoded_segments_s3 <= 7'b0000000;
        end else begin
            decoded_segments_s3 <= decoded_segments_comb;
        end
    end
    reg [1:0] current_digit_s2;
    reg [1:0] current_digit_s3;
    always @(posedge clk or posedge reset) begin
        if (reset) begin
            current_digit_s2 <= 2'b0;
            current_digit_s3 <= 2'b0;
        end else begin
            current_digit_s2 <= current_digit_s1;  
            current_digit_s3 <= current_digit_s2;  
        end
    end
    always @(posedge clk or posedge reset) begin
        if (reset) begin
            seg_out <= 7'b0000000;
            digit_sel <= 4'b1111;  
        end else begin
            seg_out <= decoded_segments_s3;
            case (current_digit_s3)
                2'b00: digit_sel <= 4'b0111;  
                2'b01: digit_sel <= 4'b1011;  
                2'b10: digit_sel <= 4'b1101;  
                2'b11: digit_sel <= 4'b1110;  
            endcase
        end
    end
endmodule
### /design/flow/run.sh
#!/bin/bash
# OpenROAD 26Q1-2900-gdf79404cd8, Yosys 0.63+post, stock flow scripts
make -C /OpenROAD-flow-scripts/flow DESIGN_CONFIG=/design/flow/config.mk WORK_HOME=/design/flow/orfs finish
### /design/flow/config.mk
export PLATFORM = sky130hd
export DESIGN_NAME = keypad_password_system
export DESIGN_NICKNAME = keypad_password_system
export VERILOG_FILES = /design/flow/design.v
export SDC_FILE = /design/flow/constraint.sdc
export NUM_CORES = 4
export LEC_CHECK = 1
export CORE_UTILIZATION = 40
==> deck_impl_summary.md <==
Implementation Results

STA
  • Final setup violation count: 0
  • Count of final max-slew check failures: 0
  • Fmax: just over 300 MHz
  • Worst Skew: about 0.013 ns
  • Worst-Margin Slew: approximately 0.93 ns
  • Final hold vios: 0
  • Unrepaired setup endpoints after global routing: no
  • Slew headroom: 0.378
  • Period utilization: 0.693
  • Period minus WS final: 3.25 ns
  • Worst hold slack: 0.325 ns
  • Setup total negative slack: 0 ns

Run
  • OpenROAD warning count: 38
  • MaxCap Viol Count: 0

Logic synthesis
  • Post-synth EDFFs: 0
  • Unique cell types: 83
  • Synth Instances: 957
  • Top cells by count, synth: dfrtp_1 (150), nor2_1 (84), nand2_1 (83)
  • Max-area cell share: 0.382
  • Synthesis warning total: 4
  • Leading area contributor after synthesis: dfrtp_1
  • Main flop type: dfrtp_1
  • Ys cells: 957
  • Synth top cell by count: dfrtp_1
  • Synthesized area per cell: 10.3 µm²
  • Yosys reg bits: 199
  • Mapped Area: 9820 µm²
  • Asr flop ratio synth: 0.960
  • Chip Area, Yosys: 9820 µm²
  • Sequential area share after synthesis: 0.508
  • Main area contributors: dfrtp_1 (38%), dfstp_2 (11%), xnor2_1 (3.9%), nor2_1 (3.2%), nand2_1 (3.2%)

Global routing
  • Initial antenna violation count: 0
  • Grt total ovfl: 0
  • First-pass GRT wire length: 32.0 mm
  • Gr usage total: 0.161
  • Number of global-route vias before repair: 6,447
  • Largest net degree at the start of global routing: 108

Cells and area
  • Final Non-Filler Cells: 1,283
  • Area growth syn-to-layout: 10.2%
  • Layout cells sized above 1: 0.128
  • Fin area: 10,800 µm²

Worst hold path
  • Hold path cells: 0
  • Worst min path class: reg2reg

Floorplanning
  • Core area: 23,800 µm²
  • Die Span X: 159 µm
  • Boundary Pins: 21
  • Die Ht: approximately 160 µm
  • # rows: 56
  • Chip area: approximately 25,000 µm²
  • FP Util: 0.413

Setup path
  • Critical path data required time: about 5.0 ns
  • R2r setup slk: around 1.4 ns
  • Cells along the critical path: inv_1 > ha_1 > nor2_1 > nor4_1 > a2bb2oi_1 > a21boi_4 > buf_4 > nand3_2 > o221ai_1
  • Worst reg2reg path depth: 9
  • Setup crit end kind: flip-flop
  • CP Class: reg2reg
  • CP arrival: 3.59 ns
  • Startpoint class of the critical path: flip-flop
  • Critical Path Max Stage Delay: 0.59 ns
  • Worst-path fanout max: 31
  • Worst path slowest cell: a21boi_4

Clocking
  • Post-CTS Setup Inserts: 0
  • CTS root buf: clkbuf_16
  • Number of gates resized after CTS: 0
  • H-Tree Depth: 4
  • Clk buf depth: 2
  • Clock sinks: between 150 and 200
  • Worst-Skew Late Latency: 0.44 ns
  • Hold Buf Count CTS: 0
  • Clock-pin slew on the worst setup and hold paths: about 0.080 ns
  • CTS tree: yes
  • Total CTS buffers: 17

Pwr
  • Leakage: 4.58 nW
  • Worst vdd ir: 0.000263 V
  • PwrDens: between 200 and 300 nW/µm²
  • Total power: 3.24 mW

Routing
  • Number of vias per cell: 5.32
  • ANT cells: 0
  • First-pass DRT Iterations: 5
  • Antenna Violating Nets Remaining: 0
  • DRT iter0 DRCs: approximately 450
  • Vias post-DR: 6,827
  • WL final: 18.2 mm
  • # DRC: 0
  • Routed len/inst: 14.2 µm

Status
  • Status: finished, final reports clean

Placed design
  • Placed Cells: 1,251
  • Port Buffers: 20
  • Detailed placer's ending HPWL: 11.4 mm
  • Gpl congestion: 0.832
  • Placed Instance Area: slightly above 10,000 µm²
==> where the power goes <==
part	leakage, nW	switching (mW)	internal (mW)	total, mW
logic	1.73	0.0353	0.00909	0.0444
clock network	0.293	0.744	0.732	1.48
registers	2.55	0.00332	1.72	1.72
==> per-stage QoR <==
stage,utilization,worst slack (ns)
6_report,0.456,1.45
5_1_grt,0.456,1.13
2_1_floorplan,-,2.39
4_1_cts,0.456,1.44
3_5_place_dp,0.430,1.47
3_3_place_gp,0.430,1.57
==> layout by cell type, fill, tap and decap left out, types with 16 or more instances in the layout <==
cell | synthesis | layout
and3_1 | 31 | 31
xor2_1 | 32 | 32
nor3_1 | 30 | 30
a21oi_1 | 18 | 18
o21ai_0 | 16 | 16
inv_1 | 50 | 50
nor2_1 | 84 | 84
dfrtp_1 | 150 | 150
nand3_1 | 60 | 60
dfstp_2 | 41 | 41
nand4_1 | 43 | 43
xnor2_1 | 44 | 44
clkdlybuf4s50_1 | 0 | 19
clkbuf_16 | 0 | 17
ha_1 | 19 | 19
o211ai_1 | 16 | 16
nand2_1 | 83 | 83
==> cell families after synthesis <==
logic type | count (synthesis) | synth area share
compound gates | 131 | 0.105
xor+xnor | 76 | 0.0678
fa+ha+maj | 19 | 0.0242
buf+inv | 102 | 0.0480
flops | 199 | 0.508
mux | 21 | 0.0282
simple gates | 409 | 0.218
==> worst max-delay path, delay by kind of cell, from the launching register on <==
kind | cells | cell delay, ns
AOI/OAI and AO/OA | 3 | 1.09
adders and majority gates | 1 | 0.41
and+or+nand+nor | 3 | 0.64
DFF | 1 | 0.43
buffers and inverters | 2 | 0.59
==> final cells by class <==
| cell class | count | area, µm² |
|---|---|---|
| Fill cell | 2150 | 12900 |
| Sequential cell | 199 | 4990 |
| Multi-Input combinational cell | 656 | 4360 |
| Clock buffer | 17 | 425 |
| Tap cell | 319 | 399 |
| Timing Repair Buffer | 27 | 269 |
| Clock inverter | 15 | 188 |
| Inverter | 50 | 188 |
==> worst paths after layout <==
kind                                              from                    endpoint
worst max-delay path            u_keypad.scan_index[0]   u_keypad.release_timer[2]
worst min-delay path             u_keypad.row_sync2[2]      u_keypad.row_stable[2]
worst max register to register  u_keypad.scan_index[0]   u_keypad.release_timer[2]
worst min register to register   u_keypad.row_sync2[2]      u_keypad.row_stable[2]
max in group asynchronous                      reset_n  u_keypad.release_timer[17]
min in group asynchronous                      reset_n             u_fsm.timer[15]
==> routing by layer <==
| metal | track usage | share of wire | vias to the layer above |
|---|---|---|---|
| li1 | - | - | 3396 |
| met4 | 0.0124 | 0.0053 | 0 |
| met2 | 0.241 | 0.45 | 105 |
| met1 | 0.265 | 0.50 | 3318 |
| met3 | 0.0247 | 0.035 | 8 |
| met5 | 0 | 0 | - |
==> state kept, by name, summed over array words and instances, names as in the netlist, 7 cells and up <==
name                           cells
u_keypad.scan_timer               16
u_keypad.release_timer            24
u_display.refresh_counter         18
u_fsm.timer                       27
u_display.seg_out                  7
u_fsm.entered_digits              16
u_display.decoded_segments_s3      7
u_fsm.display_data                16
u_keypad.debounce_counter         20
Power is estimated from default activity; no workload was simulated.
